==> design/flow/design.v <==
module Diretorio(MensagemOut,EstadoFinal,EstadoInicial,Acao,MensagemIn,Ouvinte,Clock,HEX0,HEX4,HEX5,HEX6,HEX7,KEY,LEDR,LEDG);
	input [1:0] Acao;
	input Clock;
	output reg [1:0] EstadoFinal;
	input [1:0] EstadoInicial;
	input [2:0] MensagemIn;
	output reg [2:0] MensagemOut;
	input Ouvinte;
	parameter AcaoWriteMiss=0;
	parameter AcaoReadMiss=1;
	parameter AcaoWriteHit=2;
	parameter AcaoReadHit=3;
	parameter Invalidate = 0;
	parameter WriteBack = 1;
	parameter Fetch = 2;
	parameter FetchInvalidate = 3;
	parameter MensagemNada = 0;
	parameter MensagemWriteMiss = 1;
	parameter MensagemReadMiss = 2;
	parameter MensagemInvalidate = 3;
	parameter MensagemFetch = 4;
	parameter MensagemReply = 5;
	parameter MensagemFetchInvalidate = 6;
	parameter EstadoUncached = 0;
	parameter EstadoCompartilhado = 1;
	parameter EstadoModificado = 2;
	output[6:0]HEX0,HEX4,HEX5,HEX6,HEX7;
	input [4:0] KEY;
	output [17:0] LEDR;
	output [7:0] LEDG;
	assign LEDG[0] = Clock;
	assign LEDR[2] = Ouvinte;
	display_7seg H7(EstadoInicial,HEX7);
	display_7seg H6(EstadoFinal,HEX6);
	display_7seg H5(MensagemIn,HEX5);
	display_7seg H4(MensagemOut,HEX4);
	display_7seg H0(Acao,HEX0);
	initial begin
		EstadoFinal = 0;
		MensagemOut = 0;
	end
	always@(posedge Clock)begin
		if(Ouvinte)
			case(EstadoInicial)
				EstadoUncached:begin 
					case(Acao)
						AcaoWriteMiss:begin
							EstadoFinal = EstadoModificado;
							MensagemOut = MensagemWriteMiss;
						end
						AcaoReadMiss:begin
							EstadoFinal = EstadoCompartilhado;
							MensagemOut = MensagemReadMiss;
						end
						AcaoWriteHit:begin
						end
						AcaoReadHit:begin
						end
					endcase
				end
				EstadoCompartilhado:begin 
					case(Acao)
						AcaoWriteMiss:begin
							EstadoFinal = EstadoModificado;
							MensagemOut = MensagemWriteMiss;
						end
						AcaoReadMiss:begin
							EstadoFinal = EstadoCompartilhado;
							MensagemOut = MensagemReadMiss;
						end
						AcaoWriteHit:begin
							EstadoFinal = EstadoModificado;
							MensagemOut = MensagemInvalidate;
						end
						AcaoReadHit:begin
							EstadoFinal = EstadoCompartilhado;
							MensagemOut = MensagemNada;
						end
					endcase
				end
				EstadoModificado:begin 
					case(Acao)
						AcaoWriteMiss:begin
							EstadoFinal = EstadoModificado;
							MensagemOut = MensagemFetchInvalidate;
						end
						AcaoReadMiss:begin
							EstadoFinal = EstadoCompartilhado;
							MensagemOut = MensagemReadMiss;
						end
						AcaoWriteHit:begin
							EstadoFinal = EstadoModificado;
							MensagemOut = MensagemNada;
						end
						AcaoReadHit:begin
							EstadoFinal = EstadoModificado;
							MensagemOut = MensagemNada;
						end
					endcase
				end
			endcase
		else
			case(EstadoInicial)
				EstadoUncached:begin 
				end
				EstadoCompartilhado:begin 
					case(MensagemIn)
						MensagemInvalidate:begin
							EstadoFinal = EstadoUncached;
						end
						MensagemFetch:begin
						end
						MensagemFetchInvalidate:begin
						end
					endcase
				end
				EstadoModificado:begin 
					case(MensagemIn)
						MensagemInvalidate:begin
						end
						MensagemFetch:begin
							EstadoFinal = EstadoCompartilhado;
						end
						MensagemFetchInvalidate:begin
							EstadoFinal = EstadoUncached;
						end
					endcase
				end
			endcase
		end
endmodule
module display_7seg(entrada, saida);
input [1:0]entrada;
output reg [0:6]saida;
always@(*)
begin
	case(entrada)
		4'b00: saida = 7'b1000000;
		4'b01: saida = 7'b1111001;
		4'b10: saida = 7'b0100100;
		4'b11: saida = 7'b0110000;
		default: saida = 7'b0111111;
	endcase;
end
endmodule
==> design/flow/run.sh <==
#!/bin/bash
# OpenROAD 26Q1-2900-gdf79404cd8, Yosys 0.63+post, stock flow scripts
make -C /OpenROAD-flow-scripts/flow DESIGN_CONFIG=/design/flow/config.mk WORK_HOME=/design/flow/orfs finish
==> design/flow/config.mk <==
export PLATFORM = sky130hd
export DESIGN_NAME = Diretorio
export DESIGN_NICKNAME = Diretorio
export VERILOG_FILES = /design/flow/design.v
export SDC_FILE = /design/flow/constraint.sdc
export NUM_CORES = 4
export LEC_CHECK = 1
export CORE_AREA = 10 10 71 71
export DIE_AREA = 0 0 81 81
==> design/flow/constraint.sdc <==
current_design Diretorio

set clk_period 1.3
set clk_io_pct 0.2

create_clock -name clk0 -period $clk_period [get_ports {Clock}]

set non_clock_inputs [all_inputs -no_clocks]
set_input_delay [expr $clk_period * $clk_io_pct] -clock clk0 $non_clock_inputs
set_output_delay [expr $clk_period * $clk_io_pct] -clock clk0 [all_outputs]
==> results.py <==
# Auto-generated metrics
metrics = {
    "routing": {
        "viasPerCell": 3.76,
        "first_iter_violations": 19,
        "post_drt_wl_per_cell_um": 11.5,
        "wl_mm": 2.72,
        "first_pass_iters": 4,
        "drc_errors": 0,
        "antenna_left": 0,
        "vias": 892,
        "antennaDiodeCount": 0,
    },
    "critical_path": {
        "crit_chain": "buf_6 > or2_4 > buf_6",
        "cp-start-kind": "flip-flop",
        "critical_path_class": "reg2out",
        "cp_data_arrival_time_ns": 1.18,
        "end_kind": "output pin",
        "cp_top_family": "flip-flops",
        "crit_required_ns": 1.04,
        "critPathMaxStageDelay_ns": 0.39,
        "path_buffers": 2,
        "critical_path.max_fanout": 2,
        "crit_slowest_cell": "edfxtp_1",
        "cpMostUsedCell": "buf_6",
    },
    "place": {
        "dp_cells": 218,
        "place.gp.congestion": 0.848,
        "hpwl_mm": 2.17,
        "pre_cts_ws_ns": -0.676,
        "io_buffers": 45,
        "place_area_um2": 1420,
    },
    "layout": {
        "syn_to_final_growth_pct": 97.4,
        "final_area_um2": 1700,
        "fin_cells": 237,
        "drive_above_1_share_pct": 51.9,
    },
    "pwr": {
        "powerDensity_nw_per_um2": 745,
        "power.share.clock_pct": 42.5,
        "pwr-share-seq_pct": 17.4,
        "swShare_pct": 23.6,
        "p_sw_w": 0.000298,
        "max-vdd-ir-drop_mv": 0.307,
        "pwr-share-comb_pct": 40.1,
        "p_int_w": 0.000965,
        "leakagePower_nw": 0.860,
    },
    "synth": {
        "yosys_warnings": 28,
        "ys_dominant_reg_cell": "edfxtp_1",
        "yosys-stat-area_um2": 860,
        "synth-seq-cells": 5,
        "syn_avg_cell_area_um2": 7.96,
        "synthesis.instances": 108,
        "ys_seq_share_pct": 17.5,
        "synth_stat.cells": 108,
        "yosysUniqueCellTypes": 25,
        "synth.cell_area_um2": 860,
        "edf_count": 5,
        "async_flop_share_pct": 0,
    },
    "die": {
        "rows": 22,
        "dieWidth_um": 81,
        "dieArea_um2": 6560,
        "fp_util_pct": 23.7,
        "die_y_um": 81,
        "coreArea_um2": 3630,
        "ios": 80,
    },
    "timing": {
        "fin_crit_ns": 1.44,
        "worst_slack_ns": -0.138,
        "min_period_over_period_pct": 111,
        "final_max_slew_viol_count": 0,
        "finalSetupTns_ns": -0.849,
        "hold_viol": 0,
        "max_freq_mhz": 695,
        "rsz0062_at_grt": "yes",
        "setup-violations-final": 13,
    },
    "global_routing": {
        "groute.usage.overall_pct": 7.84,
        "busiest_layer": "met2",
        "grt_pass1_vias": 933,
        "grtUsageMet3_pct": 3.90,
        "antenna_found_initial": 0,
        "overflow": 0,
        "use_met2_pct": 13.7,
        "grt_first_pass_wirelength_mm": 4.20,
        "grt_max_degree": 9,
        "met1_usage_pct": 8.60,
    },
    "hold_path": {
        "min-delay-path-class": "in2reg",
    },
    "clocking": {
        "cts_tree": "yes",
        "path_clk_slew_ns": 0.04,
    },
    "run_status": {
        "failed_checks": "setup timing",
        "status": "complete, but fails checks",
    },
    "job": {
        "warning_count": 43,
        "drv_cap": 0,
    },
}
-- state kept, by name, indices dropped and copies added (netlist names) --
name and cells:
EstadoFinal 2, MensagemOut 3
-- power groups by stage --
stage | clock network, W | registers [W] | logic (W)
4_1_cts | 0.000552 | 0.000218 | 0.000477
5_1_grt | 0.000587 | 0.000223 | 0.000562
6_report | 0.000537 | 0.000220 | 0.000507
-- metrics by stage --
stage / hold slack (ns) / total power (W) / util [%]
2_1_floorplan: 0.326 / 0.000433 / -
3_3_place_gp: 0.686 / 0.000698 / 39.0
3_5_place_dp: 0.686 / 0.000701 / 39.0
4_1_cts: 0.501 / 0.00125 / 45.0
5_1_grt: 0.516 / 0.00137 / 46.7
6_report: 0.503 / 0.00126 / 46.7
-- kinds of logic (layout without fill, tap and decap cells) --
logic type      Yosys count  in the layout  share of synthesized area (%)
compound gates           13             13                           9.90
fa+ha+maj                12             12                           17.5
buf+inv                  50            103                           37.6
flops                     5              5                           17.5
other cells               1             29                          0.436
simple gates             27             27                           17.2
-- cell type report --
cell class | count | area (µm²)
tap | 48 | 60.1
multi-input combinational | 81 | 623
clock buffer | 8 | 91.3
sequential | 5 | 150
inverter | 11 | 46.3
timing repair buffer | 84 | 726
fill | 329 | 1940
-- synth_stat cells (2+ instances only) --
| library cell | count | area share, % |
|---|---|---|
| nand2b_1 | 2 | 1.5 |
| nand2_1 | 3 | 1.3 |
| inv_1 | 11 | 4.8 |
| nor2_1 | 8 | 3.5 |
| edfxtp_1 | 5 | 17 |
| or2_2 | 4 | 2.9 |
| nor2b_1 | 4 | 2.9 |
| o21ai_0 | 3 | 1.7 |
| clkbuf_1 | 3 | 1.3 |
| buf_4 | 36 | 31 |
| a21oi_1 | 4 | 2.3 |
| ha_1 | 12 | 17 |
-- routing by layer --
layer	part of all wire, %	vias to the layer above
met1	40	402
met2	49	47
li1	-	443
met5	0	-
met4	0	0
met3	11	0
-- worst paths after layout --
path                      startpoint        endpoint  slack [ns]  cells after the start
worst max-delay path  MensagemOut[1]         HEX4[5]       -0.14                      3
worst min-delay path         Ouvinte  EstadoFinal[1]        0.50                      3
-- repair_timing --
| item | 4_1_cts | 5_1_grt |
|---|---|---|
| setup endpoints to repair | 47 | 21 |
| pin swaps | 9 | 8 |
| gates resized | 141 | 17 |
| hold buffers | 0 | 0 |
| setup buffers | 10 | 3 |
-- cell usage in the layout (no fill, tap or decap), drive strengths merged --
| cell | n |
|---|---|
| buf | 62 |
| conb | 29 |
| ha | 12 |
| dlygate4sd2 | 11 |
| inv | 11 |
| clkbuf | 9 |
| nor2 | 8 |
| clkdlybuf4s50 | 6 |
| edfxtp | 5 |
| nor2b | 5 |
| or2 | 5 |
| o21ai | 4 |
| a21oi | 4 |
| clkdlybuf4s15 | 4 |
| nand2 | 3 |
| nand2b | 2 |
| o211ai | 1 |
| and2 | 1 |
| a2bb2oi | 1 |
| o22ai | 1 |
| nand4b | 1 |
| nand3 | 1 |
| o221ai | 1 |
| and3b | 1 |
| o21a | 1 |
-- worst min-delay path, stage by stage --
cell and delay, ns:
clkdlybuf4s15_2 0.23, buf_4 0.13, o21a_1 0.10
Power and IR drop assume default switching activity.
